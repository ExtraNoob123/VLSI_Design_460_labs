`./config.mk`:
```
export PLATFORM = sky130hd
export DESIGN_NAME = full_add4
export DESIGN_NICKNAME = full_add4
export VERILOG_FILES = /design/flow/design.v
export SDC_FILE = /design/flow/constraint.sdc
export NUM_CORES = 4
export LEC_CHECK = 1
export CORE_AREA = 10 10 70 70
export DIE_AREA = 0 0 80 80
```
`./constraint.sdc`:
```
current_design full_add4

set clk_period 5.0
set clk_io_pct 0.2

create_clock -name clk0 -period $clk_period

set non_clock_inputs [all_inputs -no_clocks]
set_input_delay [expr $clk_period * $clk_io_pct] -clock clk0 $non_clock_inputs
set_output_delay [expr $clk_period * $clk_io_pct] -clock clk0 [all_outputs]
```
`./design.v`:
```
module full_add4(S, Cout, A, B, Cin); 
	input [3:0] A, B;
    input Cin; 
    output [3:0] S;
    output Cout; 
    wire Cout0, Cout1, Cout2; 
    fulladd stage0 (S[0], Cout0, A[0], B[0], Cin); 
    fulladd stage1 (S[1], Cout1, A[1], B[1], Cout0); 
    fulladd stage2 (S[2], Cout2, A[2], B[2], Cout1); 
    fulladd stage3 (S[3], Cout, A[3], B[3], Cout2); 
endmodule
module fulladd(S, Cout, A, B, Cin); 
   input A, B, Cin; 
   output S, Cout;
   assign S = A ^ B ^ Cin; 
   assign Cout = (A & B) | (Cin & (A ^ B)); 
endmodule 
```
`./run.sh`:
```
#!/bin/bash
# OpenROAD 26Q1-2900-gdf79404cd8, Yosys 0.63+post, stock flow scripts
make -C /OpenROAD-flow-scripts/flow DESIGN_CONFIG=/design/flow/config.mk WORK_HOME=/design/flow/orfs finish
```
==> run summary <==
Flow results.

- The iteration-0 DRC count of the detailed router is 0.
- Total power normalized to cell area comes to about 90 nW/um2.
- Per the gpl log, the routability congestion estimate is about 0.83.
- The capturing element type of the critical path is a primary output.
- The combined flip-flop and latch cell area is 0 um2.
- The number of pins with negative max-slew slack in the final report is 0.
- The post-layout period usage of the worst path is around 89%.
- The data required time reported for the critical path is about 4000 ps.
- The total leakage power is ~0.14 nW.
- The critical path maximum fanout is 1.
- The hold buffer count at CTS is 0.
- The total negative slack for setup checks is 0 ps.
- Among all stages on the critical path, the maximum delay recorded is ~460 ps.
- The final global-route overflow total is 0.
- The average vias per placed instance is 1.62.
- Across the VDD grid, the largest voltage drop is about 0.032 mV.
- The average wire length per cell after detail routing is 5.51 um.
- Per the finish-stage timing summary, setup violations number 0.
- Gates resized during post-CTS repair numbered 0.
- The highest attainable clock frequency is between 200 and 250 MHz.
- The wire length recorded after detailed routing is just over 400 um.
- The cell type with the largest total area is fa_1.
- The report lists the cells along the critical path as clkdlybuf4s50_1 > inv_1 > fa_1 > inv_1 > fa_1 > fa_1 > inv_1 > fa_1 > inv_1 > clkdlybuf4s50_1.
- Across every metal layer, demand over resource in global routing totals under 10%.
- The net switching power is between 0.008 and 0.009 mW.
- The OpenROAD report gives the critical path a data arrival time of between 3000 and 4000 ps.
- The number of inserted diodes is 0.
- The number of ports placed on the die boundary is 14.
- The quantity of I/O buffers inserted on ports is 14.
- The number of placement rows is 21.
- For this run, design rule violations remaining after detail routing come to 0.
- The post-placement cell count is 74.
- For the pin with the worst max-slew slack, the measured transition is ~100 ps.
- After synthesis, the netlist uses 3 different library cells.
- The die covers 6400 um2.
- The synthesized area per cell is between 8 and 9 um2.
- Setup repair after global routing left no endpoint under its margin.
- The clock network is responsible for 0% of the overall power.
- The slowest cell on the critical path is clkdlybuf4s50_1.
- The flow ran to the end, and the final reports show no timing, DRC or antenna violations.
- The most frequently used cell type in the post-synthesis netlist is inv_1.
- The number of global-route vias before repair is between 100 and 150.
- Per STA, the startpoint of the critical path is A[0].
- The share of cells above drive strength 1 is 0%.
- The total number of warnings across the stage logs is 32.
- Fill cells in the final layout number 401.
- Summed over all nets, the half-perimeter wirelength after detailed placement is 405 um.
- The number of maximum-capacitance violations is 0.
- Across all setup checks in the final design, the least slack found is around 560 ps.
- The cell count listed in synth_stat.txt is 18.
- The kind of critical path is in -> out.
- The summed standard-cell area reported by yosys is 148 um2.
- In this run, flip-flops and latches consume 0% of the power.
- STA classifies the critical path startpoint as a primary input.
- The iteration count recorded for the first detailed-route pass is 1.
- The synthesized netlist handed to floorplanning was reported with a cell count of 18.
- Buffers added to address setup during post-CTS repair amount to 0.
- The number of warning messages in the yosys log is 0.
- The horizontal extent of the die is 80 um.
- The first global-routing pass estimated 607 um of wire.
- Per the OpenROAD floorplan log, the height of the die is about 80 um.
- Measured against its own limit, the worst slew margin works out to between 90 and 100%.
- The design has 0 sequential cells.
- Before any placement, the netlist area is recorded as approximately 150 um2.
- After synthesis, the cell types taking the most area are fa_1, inv_1, buf_4.
- The post-route minimum period is between 4000 and 5000 ps.
- The portion of the post-synthesis area used by sequential elements is 0%.
- The hold violation total from the final report is 0.
- The initial antenna violation count is 0.
- The net switching fraction of the power is 28.4%.
- The synthesis-to-finish area growth is 114%.
- Before placement the cells fill around 4.3% of the core.
- The post-detailed-route count of antenna-violating nets is 0.
- The total of clock buffers placed in the layout is 0.
- The path category of the worst min-delay check is in -> out.
- The via count of the routed design is around 120.
- The commonest cells after synthesis are inv_1, buf_4, fa_1.
- The destination of the critical timing path is S[3].
- The pre-CTS worst setup slack is approximately 540 ps.
- The placeable core region is between 3000 and 4000 um2.
- Entering global routing, the biggest net connects 2 pins.
- Of the total power, combinational logic draws around 100%.
- The count of placed standard cells in the final layout, fillers left out is 74.
- The internal power summed over all cells is approximately 0.02 mW.
- The portion of synthesized cell area occupied by the leading cell type is a little over half.
cell families (layout without fill, tap and decap cells):
group                    Yosys count  in the layout  share of synthesized area, %
adder cells (fa/ha/maj)            4              4                          54.2
buffers and inverters             14             24                          45.8
cell type report:
class              count  area (um2)  area share, %
multi-input cells      4        80.1           25.4
inverters             10        37.5           11.9
repair buffers        14         140           44.4
well taps             46        57.6           18.3
worst min path at each step:
| stage | slack (ps) | depth (start not counted) | to | start |
|---|---|---|---|---|
| after global routing | 3100 | 5 | S[0] | Cin |
| after CTS | 3070 | 5 | S[0] | Cin |
| final | 3050 | 5 | S[3] | B[3] |
per-layer routing:
layer	GRT usage (%)	routed length (um)
met5	0	0
met4	0	0
met3	1.02	113
met2	1.12	69
met1	1.93	226
cells in the final DEF, fill, tap and decap left out:
cell type / count
fa_1: 4
inv_1: 10
clkdlybuf4s50_1: 14
critical path, delay by kind of cell:
kind	cells	cell delay (ps)
adders and majority gates	4	1340
buffers and inverters	6	1120
power by group through the flow:
| stage | Clock (mW) | Combinational [mW] | Sequential (mW) |
|---|---|---|---|
| finish | 0 | 0.0285 | 0 |
| CTS | 0 | 0.0293 | 0 |
| global route | 0 | 0.0335 | 0 |
through the flow:
| stage | util [%] | total power [mW] | area, um2 | hold WS (ps) |
|---|---|---|---|---|
| final | 9.23 | 0.0285 | 315 | 3050 |
| after detailed placement | 9.23 | 0.0291 | 315 | 3060 |
| after global placement | 9.23 | 0.0289 | 315 | 3040 |
| after global routing | 9.23 | 0.0335 | 315 | 3100 |
| after floorplan | - | 0.0137 | 148 | 2220 |
| after CTS | 9.23 | 0.0293 | 315 | 3070 |
Power and IR drop assume default switching activity.
